[./constraint.sdc]
current_design controlpath

set clk_period 1.7
set clk_io_pct 0.2

create_clock -name clk0 -period $clk_period [get_ports {clock}]

set non_clock_inputs [all_inputs -no_clocks]
set_input_delay [expr $clk_period * $clk_io_pct] -clock clk0 $non_clock_inputs
set_output_delay [expr $clk_period * $clk_io_pct] -clock clk0 [all_outputs]
[./config.mk]
export PLATFORM = sky130hd
export DESIGN_NAME = controlpath
export DESIGN_NICKNAME = controlpath
export VERILOG_FILES = /design/flow/design.v
export SDC_FILE = /design/flow/constraint.sdc
export NUM_CORES = 4
export LEC_CHECK = 1
export CORE_UTILIZATION = 30
[./run.sh]
#!/bin/bash
# OpenROAD 26Q1-2900-gdf79404cd8, Yosys 0.63+post, stock flow scripts
make -C /OpenROAD-flow-scripts/flow DESIGN_CONFIG=/design/flow/config.mk WORK_HOME=/design/flow/orfs finish
[./design.v]
module controlpath(resetn, clock, done_draw, done_wait, done_update, done_erase, got_rate, done_pause, ball, user, done_bat, 
					plot, countenable, wait_countenable, update, erase, rate, pause_countenable,
					plot_bat, countenable_bat, wait_countenable_bat, update_bat, erase_bat, score, erase_ball, game,
					done_draw_bat, done_wait_bat, done_erase_bat, done_update_bat, batnum, done_score, done_erase_ball, plot_fly, countenable_fly,
					wait_countenable_fly, update_fly, erase_fly, done_draw_fly, done_wait_fly, done_erase_fly, done_update_fly, flynum,
					done_start, done_erase_start, start, erase_start, draw_done, done_draw_done);  
	input [3:0] ball;  
	input [3:0] batnum;  
	input [3:0] flynum;  
	input [3:0] game;  
	input resetn, clock, done_draw, done_wait, done_update, done_erase, got_rate, done_pause, done_bat, done_score;
	input user;  
	input done_draw_bat, done_wait_bat, done_erase_bat, done_update_bat, done_erase_ball;
	input done_draw_fly, done_wait_fly, done_erase_fly, done_update_fly;
	input done_start, done_erase_start, done_draw_done;
	output reg start, erase_start, draw_done;
	output reg plot, countenable, wait_countenable, update, erase, rate, pause_countenable, score;
	output reg plot_bat, countenable_bat, wait_countenable_bat, update_bat, erase_bat, erase_ball;
	output reg plot_fly, countenable_fly, wait_countenable_fly, update_fly, erase_fly;
	reg [4:0] current, next;
	localparam START = 5'b00000,
			   PAUSE = 5'b10001,
			   RATE = 5'b00001,
			   DRAW = 5'b00010,
			   WAIT = 5'b00011,
			   ERASE = 5'b00100,
			   UPDATE = 5'b00101,
			   SCORE = 5'b00110, 
			   BAT_DRAW = 5'b00111,
			   BAT_WAIT = 5'b01000,
			   BAT_ERASE = 5'b01001,
			   BAT_UPDATE = 5'b01010,
			   ERASE_BALL = 5'b01011,
			   FLY_DRAW = 5'b01100,
			   FLY_WAIT = 5'b01101,
			   FLY_ERASE = 5'b01110,
			   FLY_UPDATE = 5'b01111,
			   DONE = 5'b10000,
			   ERASE_START = 5'b10010;
	always@(*) begin
		case (current)
			START: next = (done_start && user) ? ERASE_START : START; 
			ERASE_START: next = (done_erase_start) ? PAUSE : ERASE_START;
			PAUSE: next = (done_pause) ? RATE : PAUSE;
			RATE: next = (got_rate) ? DRAW : RATE;
			DRAW: 	
			begin
			if(done_draw)
				next = WAIT;
			else if(!done_draw)
				next = DRAW;
			end
			WAIT:  
			begin
			if(user)
				next = BAT_DRAW;
			else if(done_wait)
				next = ERASE;
			else if(!done_wait)
				next = WAIT;			
			end
			ERASE:
			begin
			if(done_erase)
				next = UPDATE;
			else if(!done_erase)
				next = ERASE;			
			end
			UPDATE:
			begin
			if(done_update && ball > 4'b1010)  
				next = SCORE;
			else if(done_update && ball < 4'b1010)  
				next = DRAW;
			else
				next = UPDATE;  
			end
			BAT_DRAW:
			begin
			if(done_draw_bat)
				next = BAT_WAIT;
			else if(!done_draw_bat)
				next = BAT_DRAW;
			end
			BAT_WAIT:
			begin
			if(done_wait_bat)
				next = BAT_ERASE;
			else if(!done_wait_bat)
				next = BAT_WAIT;
			end
			BAT_ERASE:
			begin
			if(done_erase_bat)
				next = BAT_UPDATE;
			else if(!done_erase_bat)
				next = BAT_ERASE;
			end
			BAT_UPDATE: 
			begin
			if(done_update_bat && !(batnum < 4'b0100))  
				begin
				next = ERASE_BALL;
				end
			else if(done_update_bat && batnum < 4'b0100)  
				begin
				next = BAT_DRAW;
				end
			else if(!done_update_bat)
				next = BAT_UPDATE;  
			end
			SCORE:
			begin
			if(done_score && game < 4'b1010 && ball == 4'b1010)  
				next = FLY_DRAW;
			else if (done_score && game < 4'b1010 && ball < 4'b1010)
				next = PAUSE;  
			else if(done_score && !(game < 4'b1010))
				next = DONE;	 
			else if(!done_score)
				next = SCORE;
			end
			ERASE_BALL: 	
			begin
			if(done_erase_ball)
				next = SCORE;
			else if(!done_erase_ball)
				next = ERASE_BALL;
			end
			FLY_DRAW:  
			begin
				if (done_draw_fly)
					next = FLY_WAIT;
				else if (!done_draw_fly)
					next = FLY_DRAW;	
			end
			FLY_WAIT:  
			begin
				if (done_wait_fly)
					next = FLY_ERASE;
				else if (!done_wait_fly) 
					next = FLY_WAIT;
			end
			FLY_ERASE:  
			begin
				if(done_erase_fly)
					next = FLY_UPDATE;
				else if(!done_erase_fly)
					next = FLY_ERASE;
			end
			FLY_UPDATE: 
			begin
				if(done_update_fly && !(flynum < 4'b1000))  
					begin
					next = PAUSE;  
					end
				else if(done_update_fly && flynum < 4'b1000)  
					begin
					next = FLY_DRAW;
					end
				else if(!done_update_fly)
					next = FLY_UPDATE;  
			end
			DONE:
			begin
				if(done_draw_done && user)  
					next = PAUSE;
				else if(done_draw_done)
					next = DONE;
				else if(!done_draw_done)
					next  = DONE;
			end
			default: next = START;
		endcase
	end
	always@(*) begin
		plot = 1'b0;
		countenable = 1'b0;
		wait_countenable = 1'b0;
		update = 1'b0;
		erase = 1'b0;
		pause_countenable = 1'b0;
		rate = 1'b0;
		plot_bat = 1'b0;
		countenable_bat = 1'b0;
		wait_countenable_bat = 1'b0;
		update_bat = 1'b0;
		erase_bat = 1'b0;
		score = 1'b0;
		erase_ball = 1'b0;
		plot_fly = 1'b0;
		countenable_fly = 1'b0;
		wait_countenable_fly = 1'b0;
		update_fly = 1'b0;
		erase_fly = 1'b0;
		start = 1'b0;
		erase_start = 1'b0;
		draw_done = 1'b0;
		case (current)
			START: begin
				start = 1'b1;
			end
			ERASE_START: begin
				erase_start = 1'b1;
			end
			PAUSE: begin
				pause_countenable = 1'b1;
			end
			RATE: begin
				rate = 1'b1;
			end
			DRAW: begin
				plot = 1'b1;
				countenable = 1'b1;
			end
			WAIT: begin
				wait_countenable = 1'b1;
			end
			ERASE: begin
				erase = 1'b1;
			end
			UPDATE: begin
				update = 1'b1;
			end
			BAT_DRAW: begin
				plot_bat = 1'b1;
				countenable_bat = 1'b1;
			end
			BAT_WAIT: begin
				wait_countenable_bat = 1'b1;
			end
			BAT_ERASE: begin
				erase_bat = 1'b1;
			end
			BAT_UPDATE: begin
				update_bat = 1'b1;
			end
			SCORE: begin
				score = 1'b1;
			end
			ERASE_BALL: begin
				erase_ball = 1'b1;
			end
			FLY_DRAW: begin
				plot_fly = 1'b1;
				countenable_fly = 1'b1;
			end
			FLY_WAIT: begin
				wait_countenable_fly = 1'b1;
			end
			FLY_ERASE: begin
				erase_fly = 1'b1;
			end
			FLY_UPDATE: begin
				update_fly = 1'b1;
			end
			DONE: begin
				draw_done = 1'b1;
			end
			default: begin
		draw_done = 1'b0;
		plot = 1'b0;
		countenable = 1'b0;
		wait_countenable = 1'b0;
		update = 1'b0;
		erase = 1'b0;
		pause_countenable = 1'b0;
		rate = 1'b0;
		plot_bat = 1'b0;
		countenable_bat = 1'b0;
		wait_countenable_bat = 1'b0;
		update_bat = 1'b0;
		erase_bat = 1'b0;
		score = 1'b0;
		erase_ball = 1'b0;
		plot_fly = 1'b0;
		countenable_fly = 1'b0;
		wait_countenable_fly = 1'b0;
		update_fly = 1'b0;
		erase_fly = 1'b0;
		start = 1'b0;
		erase_start = 1'b0;
			end
		endcase
	end
	always@(posedge clock) begin
		if (!resetn)
			current <= START;
		else
			current <= next;
	end
endmodule
==> run_results.csv <==
group,metric,value,unit
grt,grt_max_degree,22,
power,peakVddDrop,294,uV
worst_setup_path,cp-end-kind,"primary output",
detailed_routing,drc,0,
detailed_routing,drtIter0Drc,83,
grt,grt_util_met1,23.1,%
detailed_routing,n_antenna_cell,0,
power,power_density,583,nW/um2
yosys,ys.flops,29,
run,log.warning_count,32,
final_timing,fin_crit,1390,ps
layout,fin_cells,268,
yosys,topCellsByArea,"dfxtp_1 (34%), nor2_1 (5.5%), dlxtn_1 (5.2%)",
floorplan,initial_utilization,32.0,%
yosys,syn_area_per_cell,8.43,um2
detailed_routing,num_vias,1378,
final_timing,max_freq,718,MHz
yosys,synth_cell_types,55,
worst_hold_path,min_from,"resetn",
place,gp_congestion,0.832,
layout,synthToLayoutAreaGrowth,40.8,%
final_timing,tightest_slew,698,ps
yosys,top_cell,"dfxtp_1",
clock_tree,htree_levels,1,
detailed_routing,postRouteAntennaNets,0,
worst_hold_path,min_path_cells,2,
clock_tree,ctsResizeCount,0,
floorplan,chip_area,5060,um2
yosys,yosys-top-cells-count,"dfxtp_1 (24), nor2_1 (21), nand2_1 (12)",
grt,overflow,0,
worst_setup_path,critPathArrivalTime,1050,ps
power,p_leak,0.794,nW
worst_setup_path,path_class,"flip-flop to primary output",
yosys,synthDominantCellAreaShare,33.5,%
floorplan,core_area,4470,um2
worst_hold_path,min_to,"start",
worst_setup_path,cpPeakStageDelay,460,ps
floorplan,ios,61,
worst_setup_path,cpMaxStageDelayCell,"clkdlybuf4s50_1",
final_timing,fin_tns_setup,0,ps
floorplan,die_w,71.1,um
yosys,ys_chip_area,1430,um2
grt,grt_pass1_wl,6.05,mm
clock_tree,clk_pin_slew,80,ps
yosys,async_flop_share,0,%
yosys,yosys-stat-cells,170,
final_timing,slew_violations,0,
yosys,edf_count,0,
grt,track_usage,15.1,%
outcome,outcome,"finished, final reports clean",
final_timing,untimed_endpoints,5,
run,drv_cap,0,
worst_setup_path,required,1360,ps
final_timing,rsz0062_at_grt,"no",
final_timing,hold_viol,0,
final_timing,unclocked_pins,5,
final_timing,holdWs,769,ps
detailed_routing,dr.pass1.iters,10,
yosys,top_area_cell,"dfxtp_1",
floorplan,die-height,71.1,um
grt,grt_pass1_vias,1330,
clock_tree,root_buffer,"clkbuf_8",
yosys,syn_area,1430,um2
grt,gr-usage-met2,24.4,%
yosys,yosysWarningCount,1,
worst_setup_path,critical_path_buf_inv_count,1,
floorplan,fp-row-count,24,
worst_setup_path,start_kind,"flip-flop",
clock_tree,ctsHoldBuffers,0,
grt,antenna_found_initial,0,
power,p_total,1.18,mW
clock_tree,cts_setup_buffers,0,
worst_setup_path,crit_path_max_fanout,2,
layout,drive_gt1_share,6.02,%
yosys,synthFlopType,"dfxtp_1",
place,hpwl,2.69,mm
detailed_routing,wl,3.44,mm
detailed_routing,post_drt_wl_per_cell,12.8,um
detailed_routing,vias_per_cell,5.14,
worst_setup_path,path_delay_family,"buffers and inverters",
worst_hold_path,min_path_type,"primary input to flip-flop",
layout,final_core_util,45.1,%
clock_tree,numCtsBuffers,3,
clock_tree,cts_tree,"built",
final_timing,fin_crit_sh,81.9,%
clock_tree,cts_buffer_depth,2,
grt,grt.busiest_layer,"met2",
place,dp_cells,264,
place,port_buffers,53,
worst_setup_path,crit_chain,"clkdlybuf4s50_1",
final_timing,slew_headroom,53.4,%
yosys,netlist_instances,170,
grt,met3_usage,1.88,%
final_timing,finalSetupViolations,0,
## power breakdown
part | leakage, nW | internal, mW | switching [mW]
combinational | 0.524 | 0.0867 | 0.0414
clock | 0.0357 | 0.314 | 0.165
sequential | 0.233 | 0.565 | 0.00451
total | 0.794 | 0.966 | 0.211
## cell usage in the layout, fill, tap and decap left out, types with 2 or more instances in the layout
cell and instances:
nand3b_1 2, nor3b_1 2, nor2b_1 5, a2111oi_0 2, o211a_1 2, nand3_1 3
nor2_1 21, nor3_1 7, and3b_1 3, o21ai_0 5, a211oi_1 2, inv_2 2
o21ai_1 2, nor4_1 5, a32oi_1 2, nand2b_1 3, and2_1 3, o22ai_1 2
dlxtn_1 5, or3_1 2, dfxtp_1 24, mux2i_1 3, nand2_1 12, clkdlybuf4s50_1 53
clkbuf_8 3, and3_1 4, a21oi_1 4, o311ai_1 2, inv_1 5
## worst max-delay path by stage
| stage | slack [ps] | depth (start not counted) | end | start |
|---|---|---|---|---|
| finish | 310 | 1 | plot_bat | countenable_bat |
| CTS | 290 | 1 | plot_bat | countenable_bat |
| global route | 240 | 1 | countenable_bat | countenable_bat |
## layout make-up
cell class | count | area (um2)
Clock buffer | 3 | 41.3
Clock inverter | 1 | 30.0
Fill cell | 438 | 2460
Inverter | 7 | 26.3
Multi-Input combinational cell | 122 | 762
Sequential cell | 29 | 556
Tap cell | 52 | 65.1
Timing Repair Buffer | 54 | 538
## cell families after synthesis
kind of cell / share of synthesized area, %
AOI/OAI and AO/OA: 18.8
latches: 5.24
DFF: 33.5
adders and majority gates: 0.698
buffers and inverters: 8.12
muxes: 2.09
and+or+nand+nor: 31.6
## metrics by stage
| stage | area, um2 | setup slack, ps |
|---|---|---|
| 2_1_floorplan | 1430 | 798 |
| 3_3_place_gp | 1950 | 143 |
| 3_5_place_dp | 1950 | 129 |
| 4_1_cts | 2020 | 294 |
| 5_1_grt | 2020 | 241 |
| 6_report | 2020 | 307 |
## metal layers
layer	share of wire, %	wire (um)
met1	47	1630
met2	46	1600
met3	5.2	179
met4	0.79	27
met5	0	0
Power is estimated from default activity; no workload was simulated.
